==> flow/design.v <==
module inst_decoder(instruction, opcode, funct3, funct7, rd, rs1, rs2, use_imm, immediate);
    input logic [31:0] instruction;
    output logic [6:0] opcode, funct7;
    output logic [2:0] funct3;
    output logic [4:0] rd, rs1, rs2;
    output logic use_imm;
    output logic [20:0] immediate;
    assign opcode = instruction[6:0];
    always_comb begin
        case(opcode)
            7'b0110011: begin  
                funct3 = instruction[14:12];
                funct7 = instruction[31:25];
                rd = instruction[11:7];
                rs1 = instruction[19:15];
                rs2 = instruction[24:20];
                use_imm = 1'b0;
                immediate = 21'b0;
            end
            7'b0010011: begin  
                funct3 = instruction[14:12];
                funct7 = instruction[31:25];  
                rd = instruction[11:7];
                rs1 = instruction[19:15];
                rs2 = 5'b0;
                use_imm = 1'b1;
                case(instruction[31:25])
                    7'b0: begin
                        immediate = {16'b0, instruction[24:20]};
                    end
                    7'b0100000: begin
                        immediate = {16'b0, instruction[24:20]};
                    end
                    default: begin
                        immediate = 21'(signed'(instruction[31:20]));
                    end
                endcase
            end
            7'b0000011: begin  
                funct3 = instruction[14:12];
                funct7 = 7'b0;
                rd = instruction[11:7];
                rs1 = instruction[19:15];
                rs2 = 5'b0;
                use_imm = 1'b1;
                immediate = 21'(signed'(instruction[31:20]));
            end
            7'b1100111: begin  
                funct3 = 3'b000;
                funct7 = 7'b0;
                rd = instruction[11:7];
                rs1 = instruction[19:15];
                rs2 = 5'b0;
                use_imm = 1'b1;
                immediate = 21'(signed'(instruction[31:20]));
            end
            7'b0100011: begin  
                funct3 = instruction[14:12];
                funct7 = 7'b0;
                rd = 5'b0;
                rs1 = instruction[19:15];
                rs2 = instruction[24:20];
                use_imm = 1'b1;
                immediate = 21'(signed'({instruction[31:25], instruction[11:7]}));
            end
            7'b1100011: begin  
                funct3 = instruction[14:12];
                funct7 = 7'b0;
                rd = 5'b0;
                rs1 = instruction[19:15];
                rs2 = instruction[24:20];
                use_imm = 1'b0;  
                immediate = 21'(signed'({instruction[31], instruction[7], instruction[30:25], instruction[11:8], 1'b0}));
            end
            7'b0110111: begin  
                funct3 = 3'b0;
                funct7 = 7'b0;
                rd = instruction[11:7];
                rs1 = 5'b0;
                rs2 = 5'b0;
                use_imm = 1'b1;
                immediate = {instruction[31:12], 12'b0};
            end
            7'b0010111: begin  
                funct3 = 3'b0;
                funct7 = 7'b0;
                rd = instruction[11:7];
                rs1 = 5'b0;
                rs2 = 5'b0;
                use_imm = 1'b1;
                immediate = {instruction[31:12], 12'b0};
            end
            7'b1101111: begin  
                funct3 = 3'b0;
                funct7 = 7'b0;
                rd = instruction[11:7];
                rs1 = 5'b0;
                rs2 = 5'b0;
                use_imm = 1'b1;
                immediate = {instruction[31], instruction[19:12], instruction[20], instruction[30:21], 1'b0};
            end
            7'b1110011: begin  
                funct3 = 3'b0;
                funct7 = 7'b0;
                rd = 5'b0;
                rs1 = 5'b0;
                rs2 = 5'b0;
                use_imm = 1'b1;
                immediate = 21'(signed'(instruction[31:20]));
            end
            default: begin  
                funct3 = 3'b0;
                funct7 = 7'b0;
                rd = 5'b0;
                rs1 = 5'b0;
                rs2 = 5'b0;
                use_imm = 1'b0;
                immediate = 21'b0;
            end
        endcase
    end
endmodule
==> flow/run.sh <==
#!/bin/bash
# OpenROAD 26Q1-2900-gdf79404cd8, Yosys 0.63+post, stock flow scripts
make -C /OpenROAD-flow-scripts/flow DESIGN_CONFIG=/design/flow/config.mk WORK_HOME=/design/flow/orfs finish
==> flow/config.mk <==
export PLATFORM = sky130hd
export DESIGN_NAME = inst_decoder
export DESIGN_NICKNAME = inst_decoder
export VERILOG_FILES = /design/flow/design.v
export SDC_FILE = /design/flow/constraint.sdc
export NUM_CORES = 4
export LEC_CHECK = 1
export CORE_AREA = 10 10 74 74
export DIE_AREA = 0 0 84 84
==> flow/constraint.sdc <==
current_design inst_decoder

set clk_period 2.9
set clk_io_pct 0.2

create_clock -name clk0 -period $clk_period

set non_clock_inputs [all_inputs -no_clocks]
set_input_delay [expr $clk_period * $clk_io_pct] -clock clk0 $non_clock_inputs
set_output_delay [expr $clk_period * $clk_io_pct] -clock clk0 [all_outputs]
==> qor.log <==
qor: run_status.outcome completed
qor: routing.ant_nets 0
qor: yosys.netlist_instances 125
qor: power.internal-power 0.117 mW
qor: power.powerDensity 92.7 nW/um^2
qor: flow_run.max_cap_viol_count 0
qor: power.sequential_power_share 0
qor: layout.final.fill_count 383
qor: grt.gr-total-overflow 0
qor: routing.route.detailed.vias_per_inst 4.77
qor: routing.drt_first_pass_iters 4
qor: layout.layout.sequential_cells 0
qor: yosys.ys_seq_share 0
qor: power.sw_frac_of_total 0.376
qor: critical_path.crit_buf_inv 3
qor: routing.totalWireLength 4170 um
qor: place.place_worst_setup_slack -0.195 ns
qor: sta.timing.final.crit_share 0.969
qor: yosys.synthTopCellsByCount and2_1 (25), buf_4 (11), a21o_1 (8), nor3b_1 (8)
qor: grt.grt_antenna_before_repair 0
qor: power.ir_worst_vdd 0.0438 mV
qor: floorplanning.core_area 3970 sq um
qor: sta.slew_violations 0
qor: sta.hold_viol_final 0
qor: layout.regArea 0 sq um
qor: routing.drtIter0Drc 37
qor: critical_path.wp_data_required 2.32 ns
qor: worst_hold_path.min_path_cells 2
qor: yosys.synth.yosys.chip_area 983 sq um
qor: critical_path.cell_by_cell_trace_of_the_critical_path dlygate4sd2_1 > buf_6 > or3b_4 > a21oi_4 > a21o_1 > clkdlybuf4s50_1
qor: critical_path.critical_path.startpoint instruction[6]
qor: yosys.synth.top_cell.area_share 0.159
qor: critical_path.slowest_delay 0.46 ns
qor: critical_path.path_depth 6
qor: grt.via_count_of_the_first_global_routing_pass 1356
qor: layout.nClkBuffers 0
qor: floorplanning.dieArea 7060 sq um
qor: place.numPortBuffers 86
qor: yosys.synth_area_leader_cell and2_1
qor: critical_path.startpoint_type input port
qor: cts.cts_post_setup_buffers_inserted 0
qor: power.clockPowerShare 0
qor: critical_path.worst_endpoint_data_arrival_time 2.23 ns
qor: floorplanning.floorplan.die.width 84 um
qor: grt.grt_first_pass_wirelength 6980 um
qor: yosys.synth.cell_area 983 sq um
qor: critical_path.crit_family buffers and inverters
qor: yosys.post_synth_main_area_contributors and2_1 (16%), buf_4 (8.4%), buf_6 (6.9%)
qor: worst_hold_path.timing.hold.worst.class input port to output port
qor: sta.max_clock_freq 356 MHz
qor: critical_path.crit_path_slowest_cell clkdlybuf4s50_1
qor: floorplanning.fp_util 0.248
qor: sta.max_slew_margin 0.832
qor: sta.final_critical_path_setup_slack 0.0910 ns
qor: sta.setup_viol 0
qor: power.leakage_power 0.802 nW
qor: sta.min_period 2.81 ns
qor: critical_path.timing.critical_path.fanout_max 8
qor: sta.unrepaired_setup_endpoints_after_global_routing no
qor: critical_path.timing.setup.critical_path_class input port to output port
qor: flow_run.log.warning_count 32
qor: floorplanning.ioPinCount 86
qor: routing.n_antenna_cell 0
qor: critical_path.end_kind output port
qor: sta.transition_at_the_pin_with_the_smallest_max_transition_slack 0.250 ns
qor: power.netSwitchingPower 0.0704 mW
qor: sta.whs 1.90 ns
qor: place.routabilityCongestion 0.840
qor: yosys.ys_warn_count 1
qor: worst_hold_path.hold_start instruction[4]
qor: yosys.yosysCellCount 125
qor: worst_hold_path.timing.hold.worst_endpoint opcode[4]
qor: grt.grt_max_degree 13
qor: floorplanning.rows 23
qor: yosys.netlist-cell-type-count 45
qor: routing.wire_per_inst 15.6 um
qor: grt.grt_usage 0.112
qor: floorplanning.die_y 84 um
qor: yosys.synth_dominant_cell_count and2_1
qor: layout.area.growth.synth_to_final 105%
qor: power.power.share.combinational 1.000
qor: yosys.synth_area_per_cell 7.87 sq um
qor: place.post-dp-hpwl 3530 um
qor: routing.route.detailed.drc 0
qor: routing.vias 1279
qor: layout.drive_above_1_share 0.216
## placed cells by master, fill, tap and decap left out, drive strengths merged, types with 2 or more instances in the layout
cell / synthesis / routed
o32ai: 2 / 2
clkdlybuf4s50: 0 / 78
nor2b: 3 / 3
and2: 25 / 25
mux2: 2 / 2
nor2: 2 / 2
nor3b: 9 / 9
a211oi: 3 / 3
and4b: 2 / 2
a21oi: 6 / 6
and4bb: 2 / 2
clkbuf: 0 / 2
buf: 18 / 25
a31oi: 2 / 2
a21o: 8 / 8
nand3b: 4 / 4
dlygate4sd2: 0 / 6
o2bb2ai: 5 / 5
nor4: 2 / 2
nand3: 6 / 6
nand2: 5 / 5
## how the worst max path moves through the flow
stage | to | slack [ns]
finish | immediate[12] | 0.09
global route | immediate[18] | 0.002
CTS | immediate[7] | 0.07
## metrics by stage
step           cells  instance area [sq um]  utilization  power (mW)  TNS, ns
2_1_floorplan    125                    983            -      0.0768        0
3_3_place_gp     267                   1980        0.499       0.183    -5.09
3_5_place_dp     267                   1980        0.499       0.185    -6.52
4_1_cts          268                   2020        0.509       0.188        0
5_1_grt          268                   2020        0.509       0.204        0
6_report         268                   2020        0.509       0.187        0
## cell type report
class	instances	area, sq um	share of cell area
Inverter	1	3.75	0.00186
Multi-Input combinational cell	106	866	0.428
Timing Repair Buffer	111	1090	0.539
Tap cell	50	62.6	0.0310
## power by group through the flow
stage                 sequential [mW]  combinational [mW]  clock [mW]
final                               0               0.187           0
after global routing                0               0.204           0
after CTS                           0               0.188           0
## routing by layer
| metal | global-route usage | routed length, um |
|---|---|---|
| met4 | 0.00152 | 0 |
| met2 | 0.192 | 2020 |
| met3 | 0.0354 | 345 |
| met1 | 0.140 | 1810 |
| met5 | 0 | 0 |
## logic make-up after synthesis
kind of cell	share of synthesized area
buffers and inverters	0.162
muxes	0.0229
xor gates and xnor gates	0.00891
and+or+nand+nor	0.525
AOI/OAI and AO/OA	0.281
## repair_timing
action | in CTS | in global routing
gates resized | 16 | 5
endpoints found under the setup margin | 47 | 15
endpoints found under the hold margin | 0 | 0
gates cloned | 1 | 0
pin swaps | 10 | 0
hold buffers | 0 | 0
Power is estimated from default activity; no workload was simulated.
