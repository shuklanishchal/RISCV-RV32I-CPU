==> design.v <==
module data_mem(clk, read, write, funct3, addr, write_val, read_val);
    input logic clk, read, write;
    input logic [2:0] funct3;
    input logic [8:0] addr;
    input logic [31:0] write_val;
    output logic [31:0] read_val;
    logic [31:0] addr_1, addr_2, addr_3;
    assign addr_1 = {addr[8:2], 2'b01};
    assign addr_2 = {addr[8:2], 2'b10};
    assign addr_3 = {addr[8:2], 2'b11};
    logic [7:0] data_memory [511:0];
    initial begin
        for(integer i = 0; i < 512; i++) begin
            data_memory[i] = 8'b0;
        end
    end
    always_comb begin
        if(read) begin
            case(funct3)
                3'b000: begin  
                    read_val = 32'(signed'(data_memory[addr]));
                end
                3'b001: begin  
                    read_val = 32'(signed'({data_memory[addr_1], data_memory[addr]}));
                end
                3'b010: begin  
                    read_val = {data_memory[addr_3], data_memory[addr_2], data_memory[addr_1], data_memory[addr]};
                end
                3'b100: begin  
                    read_val = {24'b0, data_memory[addr]};
                end
                3'b101: begin  
                    read_val = {16'b0, data_memory[addr_1], data_memory[addr]};
                end
                default: begin
                    read_val = 32'b0;
                end
            endcase
        end else begin
            read_val = 32'b0;
        end
    end
    always_ff @(posedge clk) begin
        if(write) begin
            case(funct3)
                3'b000: begin  
                    data_memory[addr] <= write_val[7:0];
                end
                3'b001: begin  
                    data_memory[addr] <= write_val[7:0];
                    data_memory[addr_1] <= write_val[15:8];
                end
                3'b010: begin  
                    data_memory[addr] <= write_val[7:0];
                    data_memory[addr_1] <= write_val[15:8];
                    data_memory[addr_2] <= write_val[23:16];
                    data_memory[addr_3] <= write_val[31:24];
                end
                default: begin
                    data_memory[addr] <= 8'b0;
                end
            endcase
        end
    end
endmodule
==> run.sh <==
#!/bin/bash
# OpenROAD 26Q1-2900-gdf79404cd8, Yosys 0.63+post, stock flow scripts
make -C /OpenROAD-flow-scripts/flow DESIGN_CONFIG=/design/flow/config.mk WORK_HOME=/design/flow/orfs finish
==> config.mk <==
export PLATFORM = sky130hd
export DESIGN_NAME = data_mem
export DESIGN_NICKNAME = data_mem
export VERILOG_FILES = /design/flow/design.v
export SDC_FILE = /design/flow/constraint.sdc
export NUM_CORES = 4
export LEC_CHECK = 1
export CORE_UTILIZATION = 30
==> constraint.sdc <==
current_design data_mem

set clk_period 50.2
set clk_io_pct 0.2

create_clock -name clk0 -period $clk_period [get_ports {clk}]

set non_clock_inputs [all_inputs -no_clocks]
set_input_delay [expr $clk_period * $clk_io_pct] -clock clk0 $non_clock_inputs
set_output_delay [expr $clk_period * $clk_io_pct] -clock clk0 [all_outputs]
==> out/results.tsv <==
stage	metric	value	unit
cells_and_area	largest_register_ffs	4096	
power	power	7.74	mW
min_path	hold_path_end	data_memory[355][0]	
floorplan	die_h	814	µm
cells_and_area	reg_top3	data_memory: 4096 flops	
worst_setup_path	crit_family	buffers and inverters	
cts	root_buffer	clkbuf_16	
min_path	hp-class	in2reg	
worst_setup_path	crit_path_cell_trace	buf_8 -> buf_12 -> buf_4 -> buf_4 -> buf_4 -> buf_4 -> mux4_2 -> a221oi_1 -> buf_4 -> or3_1 -> a21oi_1 -> o22ai_1 -> a211oi_1 -> buf_4 -> clkdlybuf4s50_1	
cells_and_area	syn_to_final_growth	14.0	%
logic_synthesis	ys_seq_share	0.622	
logic_synthesis	numSynthFlops	4096	
worst_setup_path	cp_max_fo	65	
min_path	min_from	write_val[24]	
floorplan	rows	297	
logic_synthesis	yosysWarnings	1	
sta	period_minus_slack	27140	ps
routing	dr.pass1.iters	7	
routing	wl_met2	364000	µm
logic_synthesis	yosysUniqueCellTypes	79	
worst_setup_path	path_buffers	9	
worst_setup_path	worstSetupPathType	in2out	
run_status	status	completed	
worst_setup_path	slowest_delay	1120	ps
logic_synthesis	ys_area	0.198	mm²
logic_synthesis	syn_area_per_cell	12.5	µm²
placed_design	port_buffers	78	
flow_run	maxCapViolations	0	
sta	tightest_slew	1470	ps
cts	cts_tree	built	
sta	slew_violations	0	
logic_synthesis	edf_count	4096	
sta	whs	9360	ps
routing	viasPerCell	5.64	
logic_synthesis	synth_cells	15800	
cts	cts.sinks	4096	
floorplan	num_io_pins	79	
worst_setup_path	cp-start-kind	primary input	
cts	cts_buffers	435	
power	vdd_ir_drop_max	0.0321	mV
flow_run	warnings	27	
sta	fin_tns_setup	0	ps
floorplan	initCoreUtil	0.302	
worst_setup_path	worst_ep_required_time	40160	ps
sta	max_freq	0.0368	GHz
global_routing	grt_pass1_vias	138000	
cts	ctsResizeCount	0	
floorplan	die_w	814	µm
routing	top_layer_used	met5	
sta	hold_viol	0	
global_routing	grt_max_degree	97	
logic_synthesis	ys_cells	15800	
worst_setup_path	cpMaxStageDelayCell	a211oi_1	
routing	dr_wl_met3	179000	µm
global_routing	antenna_found_initial	115	
floorplan	die-area	0.662	mm²
placed_design	place_hpwl	630000	µm
floorplan	core_area	0.656	mm²
cells_and_area	drive_gt1_frac	0.190	
routing	dr_total_vias	140000	
routing	drt-total-wl	897000	µm
routing	initialDrtViolationCount	13600	
sta	finalSetupViolations	0	
power	cellPowerDensity	34.3	mW/mm²
cts	hold_buffers	0	
worst_setup_path	cp_num_cells	15	
routing	drt-met1-wl	282000	µm
cts	cts_setup_buffers	0	
worst_setup_path	worstPathArrival	17100	ps
logic_synthesis	async_reset_ff_frac	0	
logic_synthesis	ys.flop_type	edfxtp_1	
cells_and_area	logic_area	0.0678	mm²
global_routing	track_usage	0.285	
cts	path_clk_slew	60	ps
routing	ant_nets	0	
worst_setup_path	crit_top_cell	buf_4	
global_routing	grt-ovfl-total	0	
cts	cts-htree-levels	5	
power	leakage	65.2	nW
worst_setup_path	end_kind	primary output	
cells_and_area	nFillCells	62200	
placed_design	dp_slack	23450	ps
global_routing	grt_pass1_wl	1210000	µm
sta	layout_setup_ws	23060	ps
cells_and_area	regMostFlops	data_memory	
sta	maxSlewHeadroom	0.0188	
routing	wl_per_cell	36.1	µm
sta	rsz0062_at_grt	no	
sta	finalCritPeriodShare	0.541	
placed_design	place.gp.congestion	1.12	
min_path	whs_path_depth	3	
routing	remaining_drc_errors	0	
cts	cts_buffer_depth	4	
cells_and_area	final-seq-area	0.123	mm²
logic_synthesis	netlist_area	0.198	mm²
[how the worst max path moves through the flow]
stage / start / to / slack (ps)
6_report: addr[3] / read_val[6] / 23060
5_1_grt: addr[3] / read_val[6] / 23110
4_1_cts: addr[3] / read_val[6] / 23430
[placed cells by master, fill, tap and decap left out, drive strengths merged, types with 10 or more instances in the layout]
| master | count |
|---|---|
| a221oi | 44 |
| o22ai | 84 |
| a21oi | 95 |
| nand4 | 27 |
| nor2b | 14 |
| nand3 | 77 |
| a31oi | 25 |
| a32oi | 31 |
| nor2 | 902 |
| nand2 | 3440 |
| edfxtp | 4096 |
| and2 | 13 |
| inv | 25 |
| o221ai | 34 |
| buf | 1135 |
| or3 | 10 |
| and3 | 19 |
| nand2b | 10 |
| nor3 | 25 |
| o21ai | 3152 |
| a2111oi | 11 |
| bufinv | 37 |
| diode | 126 |
| o31ai | 10 |
| o2111ai | 14 |
| o211ai | 23 |
| a211oi | 37 |
| mux2 | 31 |
| a22o | 20 |
| clkbuf | 519 |
| mux4 | 1063 |
| a22oi | 188 |
| a21o | 14 |
| clkinv | 231 |
| mux2i | 410 |
| clkdlybuf4s50 | 45 |
[worst min-delay path, cell delays in order]
cell	delay, ps
buf_6	190
nand2_1	70
o21ai_0	70
[per-stage QoR]
step,util,instances,area (µm²)
global route,0.344,24800,225000
CTS,0.343,24700,225000
detailed placement,0.322,23900,211000
finish,0.344,24800,225000
global placement,0.322,23900,211000
floorplan,-,15800,198000
[where the power goes]
group,total (mW),switching (mW),internal [mW]
clock,3.24,1.45,1.79
combinational,0.708,0.515,0.193
sequential,3.79,0.00318,3.79
total,7.74,1.97,5.77
[area by class of cell]
| class | count | area share |
|---|---|---|
| diodes | 126 | 0.00140 |
| clock buffers | 519 | 0.0497 |
| clock inverters | 286 | 0.0127 |
| inverters | 16 | 0.000433 |
| multi-input cells | 9937 | 0.301 |
| flip-flops and latches | 4096 | 0.546 |
| well taps | 8671 | 0.0481 |
| repair buffers | 1180 | 0.0412 |
[layer usage]
layer | GRT usage | vias to the layer above
met5 | 0.0519 | -
met4 | 0.163 | 84
met3 | 0.243 | 2236
met2 | 0.373 | 10800
met1 | 0.312 | 68000
li1 | - | 58900
[cell usage after synthesis, types with 11 or more instances]
master	count	area, µm²
a2111oi_0	11	96.3
a211oi_1	37	278
a21o_1	14	105
a21oi_1	95	475
a221oi_1	44	385
a22o_1	20	175
a22oi_1	188	1410
a31oi_1	25	156
a32oi_1	31	272
and2_1	12	75.1
and3_1	19	119
buf_1	45	169
buf_2	206	1030
buf_4	81	608
buf_6	39	439
clkbuf_1	1412	5300
edfxtp_1	4096	123000
inv_1	12	45.0
mux2_2	31	349
mux2i_1	410	4100
mux4_2	1059	23900
nand2_1	3440	12900
nand3_1	77	385
nand4_1	27	169
nor2_1	900	3380
nor2b_1	14	87.6
nor3_1	25	125
o2111ai_1	14	123
o211ai_1	23	173
o21ai_0	3152	15800
o221ai_1	34	298
o22ai_1	84	526
[kinds of logic after synthesis]
family	Yosys count	share of synthesized area
and+or+nand+nor	4584	0.0899
DFF	4096	0.622
AOI/OAI and AO/OA	3848	0.106
buffers and inverters	1799	0.0385
muxes	1504	0.144
xor gates and xnor gates	1	0.0000443
No activity file was given, so power comes from the tool's default toggle rates.
